`design.v`:
```
module control_unit(
	output regDst,
	output branch,
	output memRead,
	output memWrite,
	output [2:0] ALUop,
	output ALUsrc,
	output regWrite,
	output jump,
	output byteOperations,
	output move,
	input [5:0] opcode
);
wire [5:0] opcode_not;
wire addi, subi, andi, ori, lw, sw, lb, sb, slti, beq, bne;
wire j, jal;
wire r_type, i_type, r_type_or_branch; 
not opcode_not0(opcode_not[0], opcode[0]);
not opcode_not1(opcode_not[1], opcode[1]);
not opcode_not2(opcode_not[2], opcode[2]);
not opcode_not3(opcode_not[3], opcode[3]);
not opcode_not4(opcode_not[4], opcode[4]);
not opcode_not5(opcode_not[5], opcode[5]);
and is_addi(addi, opcode_not[5], opcode_not[4], opcode_not[3] , opcode_not[2], opcode[1], opcode_not[0]);  
and is_subi(subi, opcode_not[5], opcode_not[4], opcode_not[3] , opcode_not[2], opcode[1], opcode[0]); 	  
and is_andi(andi, opcode_not[5], opcode_not[4], opcode_not[3] , opcode[2], opcode_not[1], opcode_not[0]);  
and is_ori(ori, opcode_not[5], opcode_not[4], opcode_not[3] , opcode[2], opcode_not[1], opcode[0]);		  
and is_lw(lw, opcode_not[5], opcode_not[4], opcode[3] , opcode_not[2], opcode_not[1], opcode_not[0]); 	  
and is_sw(sw, opcode_not[5], opcode[4], opcode_not[3] , opcode_not[2], opcode_not[1], opcode_not[0]);		  
and is_lb(lb, opcode_not[5], opcode_not[4], opcode[3] , opcode_not[2], opcode_not[1], opcode[0]);			  
and is_sb(sb, opcode_not[5], opcode[4], opcode_not[3] , opcode_not[2], opcode_not[1], opcode[0]);			  
and is_slti(slti, opcode_not[5], opcode_not[4], opcode_not[3] , opcode[2], opcode[1], opcode[0]);			  
and is_beq(beq, opcode[5], opcode_not[4], opcode_not[3] , opcode_not[2], opcode[1], opcode[0]);				  
and is_bne(bne, opcode[5], opcode_not[4], opcode_not[3] , opcode[2], opcode[1], opcode[0]);					  
and is_j(j, opcode[5], opcode[4], opcode[3] , opcode_not[2], opcode_not[1], opcode_not[0]);					  
and is_jal(jal, opcode[5], opcode[4], opcode[3] , opcode_not[2], opcode_not[1], opcode[0]);				     
and is_move(move, opcode[5], opcode_not[4], opcode_not[3] , opcode_not[2], opcode_not[1], opcode_not[0]);  
and is_r_type(r_type,  opcode_not[5],  opcode_not[4],  opcode_not[3],  opcode_not[2],  opcode_not[1],  opcode_not[0]);
or is_i_type(i_type,  addi, subi, andi, ori, lw, sw, lb, sb, slti, beq, bne);
or or1 (ALUop[0], ori, addi, lb, sb, lw, sw, r_type, move);
or or2 (ALUop[1], subi, beq, bne, r_type);
or or3 (ALUop[2], slti, addi, lb, sb, lw, sw, subi, beq, bne, r_type, move);
and is_regDst(regDst, r_type, 1'b1);
or is_branch(branch, bne, beq);
or is_memRead(memRead, lw, lb);
or is_memWrite(memWrite, sw, sb);
or or4(r_type_or_branch, r_type, branch);
not is_ALUsrc(ALUsrc, r_type_or_branch);
or is_regWrite(regWrite, r_type, addi, subi, andi, ori, slti, lw, lb, move, jal);
or is_jump(jump, j, jal);
or is_byteOperation(byteOperations, sb, lb);
endmodule
```
`run.sh`:
```
#!/bin/bash
# OpenROAD 26Q1-2900-gdf79404cd8, Yosys 0.63+post, stock flow scripts
make -C /OpenROAD-flow-scripts/flow DESIGN_CONFIG=/design/flow/config.mk WORK_HOME=/design/flow/orfs finish
```
`config.mk`:
```
export PLATFORM = sky130hd
export DESIGN_NAME = control_unit
export DESIGN_NICKNAME = control_unit
export VERILOG_FILES = /design/flow/design.v
export SDC_FILE = /design/flow/constraint.sdc
export NUM_CORES = 4
export LEC_CHECK = 1
export CORE_AREA = 10 10 70 70
export DIE_AREA = 0 0 80 80
```
`constraint.sdc`:
```
current_design control_unit

set clk_period 1.6
set clk_io_pct 0.2

create_clock -name clk0 -period $clk_period

set non_clock_inputs [all_inputs -no_clocks]
set_input_delay [expr $clk_period * $clk_io_pct] -clock clk0 $non_clock_inputs
set_output_delay [expr $clk_period * $clk_io_pct] -clock clk0 [all_outputs]
```
==> run summary <==
yosys + openroad results -> outcome=finished, final reports clean, min cycle time layout=1.56 ns, slowest library cell on the worst path=o311ai_1, CP top delay family=AND-OR/OR-AND gates, OpenROAD warnings=33, Sw Share=40.6%, FF+latch area=0 sq um, # setup viols final=0, Detailed Route Iter0 Violations=30, DRT Pass-1 Iters=2, WP data arrival=1.24 ns, Crit Path Max Fanout=3, Fin. Hold Viols=0, CP peak stage delay=0.31 ns, gr ovfl total=0, largest net degree at the start of global routing=10, Crit. End Element=primary output, Clk pwr share=0%, Pwr per Cell Area=191 nW/um^2, Pint=0.0775 mW, Residual DRC=0, Gate power share=approximately 100%, Psw=0.0530 mW, Max-Cap Viols=0, site row count=21, most numerous logic cells after layout=11 x buf_4, 8 x buf_6, 7 x buf_2, layout cells sized above 1=59.7%, synthesized cell area=between 200 and 300 sq um, dominant logic cell type in the layout=buf_4, crit path kind=in -> out, total global routing track utilization=3.51%, Via Count=426, Ys Warns=0, core area=approximately 3400 sq um, Buf+Inv Stages, Crit Path=3, worst path required time=1.28 ns, Pwr Total=approximately 0.13 mW, leakage power=0.311 nW, flop count=0, Finished Cell Area=683 sq um, syn avg cell area=between 6 and 7 sq um, YS chip area=about 280 sq um, initial antenna violation count=0, cells after synthesis=42, GPL Wtd Cong=about 0.79, Post-DP Area=568 sq um, diodes inserted=0, Post-Route WL=1160 microns, Die ar.=around 6400 sq um, Synth cell types=30, Max rail drop VDD=between 30 and 40 uV, Hold Path Class=in -> out, Sequential Power Share=0%, Yosys Instances=between 40 and 50, placed cell count=112, clk_buf instances=0, Max Slew Vio Count=0, Port Buffer Count=18, Die Y=80 microns, post-route ant nets=0, IO Pins=18, Vias/cell=approximately 3.6, Slew headroom=80.9%, Seq share, synth=0%, Max Freq=approximately 640 MHz, detailed-placement wirelength estimate=approximately 870 microns, Area growth syn-to-layout=146%, die width=80 microns, vias in the first global route=around 440, Final period util=97.7%, DP Worst Slack=-0.826 ns, Worst Max-Slew Pin Slew=~0.28 ns, Non-Filler Instances=118, Init Core Util=between 8 and 9%, first-pass GRT wire length=1970 microns, CP Launch Type=primary input, wire length per cell=just under 10 microns, RSZ-0062 raised after global routing=yes, worst-path cell chain=buf_8, buf_6, a211oi_2, a21oi_1, o311ai_1, buf_2, fin worst setup slack=0.0370 ns
-- cells in the mapped netlist, types with 2 or more instances --
| cell | n | area [sq um] |
|---|---|---|
| nand3b_1 | 2 | 15.0 |
| nand2_1 | 2 | 7.51 |
| a211oi_1 | 2 | 15.0 |
| o21ai_0 | 2 | 10.0 |
| nor3_1 | 3 | 15.0 |
| buf_2 | 3 | 15.0 |
| nor2_1 | 2 | 7.51 |
| inv_1 | 2 | 7.51 |
| nor3b_1 | 2 | 15.0 |
| a21oi_1 | 2 | 10.0 |
-- through the flow --
step | utilization [%] | hold WS (ns) | TNS, ns
detailed placement | 16.6 | 1.74 | -8.43
global route | 20.0 | 1.01 | -0.0262
global placement | 16.6 | 1.73 | -8.10
CTS | 18.8 | 0.994 | 0
finish | 20.0 | 0.993 | 0
floorplan | - | 0.743 | 0
-- worst paths after layout --
kind                  depth (start not counted)      start       end  slack, ns
worst max-delay path                          6  opcode[3]  regWrite       0.04
worst min-delay path                          4  opcode[5]    regDst       0.99
-- layout make-up --
| type | instances | area (sq um) |
|---|---|---|
| fill | 380 | 2730 |
| inverter | 2 | 7.51 |
| multi-input combinational | 34 | 292 |
| tap | 46 | 57.6 |
| timing repair buffer | 36 | 327 |
-- power by group through the flow --
stage     clock, mW  combinational [mW]  sequential, mW
4_1_cts           0               0.119               0
5_1_grt           0               0.144               0
6_report          0               0.130               0
-- worst min-delay path: cells and delay by family --
kind	cells	cell delay (ns)
buffers and inverters	3	0.32
and+or+nand+nor	1	0.04
-- layer usage --
metal | track usage [%] | vias up | part of all wire (%)
li1 | - | 216 | -
met1 | 4.29 | 199 | 45
met2 | 6.26 | 11 | 43
met3 | 1.02 | 0 | 11
met4 | 0 | 0 | 0
met5 | 0 | - | 0
-- repair_timing --
item,4_1_cts,5_1_grt
hold buffers,0,0
pin swaps,8,8
gates resized,75,11
hold endpoints to repair,0,0
setup buffers,6,1
setup endpoints to repair,12,5
-- kinds of logic after synthesis --
group,Yosys count,share of synthesized area [%]
AND/OR/NAND/NOR,21,50.5
AND-OR/OR-AND,12,30.2
XOR/XNOR,1,3.15
buffers and inverters,8,16.2
Power is estimated from default activity; no workload was simulated.
